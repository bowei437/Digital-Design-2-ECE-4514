`flow/constraint.sdc`:
```
current_design quarterblink

set clk_period 3.8
set clk_io_pct 0.2

create_clock -name clk0 -period $clk_period [get_ports {clock}]

set non_clock_inputs [all_inputs -no_clocks]
set_input_delay [expr $clk_period * $clk_io_pct] -clock clk0 $non_clock_inputs
set_output_delay [expr $clk_period * $clk_io_pct] -clock clk0 [all_outputs]
```
`flow/run.sh`:
```
#!/bin/bash
# OpenROAD 26Q1-2900-gdf79404cd8, Yosys 0.63+post, stock flow scripts
make -C /OpenROAD-flow-scripts/flow DESIGN_CONFIG=/design/flow/config.mk WORK_HOME=/design/flow/orfs finish
```
`flow/config.mk`:
```
export PLATFORM = sky130hd
export DESIGN_NAME = quarterblink
export DESIGN_NICKNAME = quarterblink
export VERILOG_FILES = /design/flow/design.v
export SDC_FILE = /design/flow/constraint.sdc
export NUM_CORES = 4
export LEC_CHECK = 1
export CORE_AREA = 10 10 106 106
export DIE_AREA = 0 0 116 116
```
`flow/design.v`:
```
module  clockblink(clock, secondhalf);
  output  reg secondhalf;
  input clock;
  reg [25:0] count;
  always @(posedge clock)
  begin
    if (count <= 26'd24_999_999)
    begin
      count <= count + 1;
      secondhalf <= 0;
    end
    else if (count >= 26'd25_000_000)
    begin
      count <= count + 1;
      secondhalf <= 1;
    end
    else if (count >= 26'd49_999_999)
    begin
      count <= 0;
    end
  end
endmodule
module  quarterblink(clock, secondquarter);
  output  reg secondquarter;
  input clock;
  reg [25:0] count;
  always @(posedge clock)
  begin
    if (count <= 26'd12_499_999)
    begin
      count <= count + 1;
      secondquarter <= 0;
    end
    else if (count >= 26'd12_500_000)
    begin
      count <= count + 1;
      secondquarter <= 1;
    end
    else if (count >= 26'd25_000_000)
    begin
      count <= 0;
    end
  end
endmodule
```
==> impl_metrics.json <==
{
  "path_buffers": 1,
  "final_core_util": 0.1847,
  "place_congestion": 0.7478,
  "log.warning_count": 27,
  "coreArea_um2": 8848,
  "synth_flops": 27,
  "post_dp_cell_area_um2": 1589,
  "drive_gt1_frac": 0.05224,
  "ir_worst_vdd_uv": 121.9,
  "design_area_um2": 1634,
  "diodes": 0,
  "synth_cells": 108,
  "cts_resized": 0,
  "synth_chip_area_um2": 1368,
  "hold_path_depth": 1,
  "r2r-end": "count[19]",
  "status": "complete, no violations",
  "synth_area_per_cell_um2": 12.66,
  "num_vias": 770,
  "power_frac_seq": 0.659,
  "grt_pass1_wl_mm": 3.629,
  "worstPathCellList": "clkdlybuf4s50_1",
  "fillers": 961,
  "p_switching_w": 0.0001221,
  "htreeDepth": 1,
  "cp_slowest_stage_delay_ps": 460,
  "setup-violations-final": 0,
  "ant_nets": 0,
  "yosys_cells": 108,
  "syn_area_um2": 1368,
  "worstRegToRegCells": 4,
  "post_cts_buffers": 0,
  "p_leak_nw": 0.5670,
  "overflow": 0,
  "worstSetupPathType": "reg -> out",
  "wl_per_cell_um": 7.884,
  "final.setup.tns_ps": 0,
  "drc": 0,
  "cts_buffers": 3,
  "fp_util": 0.1546,
  "cp-end-kind": "primary output",
  "r2r_start": "count[10]",
  "critPathRequiredTime_ps": 3040,
  "cts_hold_buf": 0,
  "ios": 2,
  "postSynthSeqShare": 0.5855,
  "hold_viol_final": 0,
  "drt_pre_antenna_iters": 4,
  "final_cell_mix": "edfxtp_1, conb_1, xnor2_1",
  "switching_share": 0.2159,
  "cell_internal_pwr_w": 0.0004433,
  "std_cell_rows": 34,
  "portBuffers": 1,
  "cts_tree": "built",
  "rsz0062_at_grt": "no",
  "slew_violations": 0,
  "slowest_stage": "clkdlybuf4s50_1",
  "crit_arrival_ps": 1040,
  "layout_min_cycle_time_ps": 1803,
  "first_global_vias": 772,
  "crit_family": "buffers and inverters",
  "area_growth_syn_to_layout_pct": 19.49,
  "cp-start-kind": "flop",
  "clk_latency_ps": 270,
  "totalWireLength_mm": 1.908,
  "cts.reportedPaths.clkPinSlew_ps": 90,
  "synth_warnings": 1,
  "die_w_um": 116,
  "hpwl_mm": 1.381,
  "fin_crit_sh": 0.4744,
  "fmax_mhz": 554.7,
  "routed_via_density": 3.182,
  "die_height_um": 116,
  "grt_max_degree": 15,
  "max-clock-path-buffers": 2,
  "antenna_found_initial": 0,
  "clkPwrFrac": 0.282,
  "min_to": "secondquarter",
  "dieArea_um2": 13460,
  "hp-start": "count[25]",
  "cp_max_fo": 1,
  "grt_usage": 0.03235,
  "skew_ps": 5.358,
  "power.density_nw_per_um2": 346.0,
  "cts.sinks": 27,
  "ys_types": 23,
  "reg2reg_setup_slack_ps": 2100,
  "hp-class": "reg -> reg",
  "initialDrtViolationCount": 38,
  "root_buffer": "clkbuf_8",
  "comb_power_share": 0.059,
  "maxCapViolations": 0
}
## metal layers
metal	GRT usage	vias to the layer above	part of all wire
li1	-	422	-
met1	0.04887	337	0.55
met2	0.04551	9	0.39
met3	0.008896	2	0.038
met4	0.006672	0	0.021
met5	0	-	0
## power by group through the flow
stage         Sequential, W  Clock [W]  Combinational (W)
finish             0.000373   0.000159          0.0000334
global route       0.000378   0.000176          0.0000402
CTS                0.000373   0.000168          0.0000341
## layout make-up
type | count | area [um^2] | area share
flip-flops and latches | 27 | 800.8 | 0.4900
multi-input cells | 98 | 628.1 | 0.3844
well taps | 108 | 135.1 | 0.08270
clock buffers | 4 | 45.04 | 0.02757
inverters | 4 | 15.01 | 0.009188
repair buffers | 1 | 10.01 | 0.006126
## worst reg2reg max path, stage by stage, from the launching register on
cell and delay [ps]:
edfxtp_1 470, nand4_2 170, nor4_4 490, nand3_1 160, xnor2_1 150
## logic make-up after synthesis
| family | count (synthesis) | share of synthesized area |
|---|---|---|
| DFF | 27 | 0.5855 |
| AOI/OAI and AO/OA | 4 | 0.02470 |
| buffers and inverters | 8 | 0.02379 |
| xor gates and xnor gates | 24 | 0.1537 |
| and+or+nand+nor | 42 | 0.1912 |
| other | 1 | 0.002742 |
| adders and majority gates | 2 | 0.01830 |
## registers in the layout, indices dropped and copies added (netlist names)
register / count
secondquarter: 1
count: 26
## cells in the mapped netlist
cell type,n,share of area
ha_1,2,0.018
a2111o_1,1,0.0082
conb_1,1,0.0027
clkbuf_1,2,0.0055
edfxtp_1,26,0.57
a21oi_1,2,0.0073
xor2_1,5,0.032
and3_2,1,0.0055
nor3_1,3,0.011
nor4_4,1,0.016
nand4_2,1,0.0091
nand3_1,15,0.055
buf_2,2,0.0073
o211ai_2,1,0.0091
dfxtp_1,1,0.015
or4_1,1,0.0055
inv_1,4,0.011
and4_1,5,0.032
nor2_1,1,0.0027
xnor2_1,19,0.12
and3_1,4,0.018
nand4_1,5,0.023
nand2_1,5,0.014
## how the worst max path moves through the flow
stage        startpoint             to  slack, ps  cells after the start
4_1_cts   secondquarter  secondquarter       1970                      1
6_report  secondquarter  secondquarter       2000                      1
5_1_grt   secondquarter  secondquarter       1940                      1
## through the flow
step,hold slack [ps],setup WS [ps],instances,total power (W)
after floorplan,465.9,2242,133,0.0004039
after global placement,511.5,2103,238,0.0004127
after detailed placement,511.3,2107,238,0.0004131
after CTS,538.0,1971,242,0.0005750
after global routing,549.6,1942,242,0.0005941
final,534.8,1997,242,0.0005654
No activity file was given, so power comes from the tool's default toggle rates.
