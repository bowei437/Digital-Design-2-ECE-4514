## design/flow/run.sh

```bash
#!/bin/bash
# OpenROAD 26Q1-2900-gdf79404cd8, Yosys 0.63+post, stock flow scripts
make -C /OpenROAD-flow-scripts/flow DESIGN_CONFIG=/design/flow/config.mk WORK_HOME=/design/flow/orfs finish
```

## design/flow/constraint.sdc

```tcl
current_design sevensegdecoder

set clk_period 2.2
set clk_io_pct 0.2

create_clock -name clk0 -period $clk_period

set non_clock_inputs [all_inputs -no_clocks]
set_input_delay [expr $clk_period * $clk_io_pct] -clock clk0 $non_clock_inputs
set_output_delay [expr $clk_period * $clk_io_pct] -clock clk0 [all_outputs]
```

## design/flow/design.v

```verilog
module sevensegdecoder(d3, d2, d1, d0, a, b, c, d, e, f, g);
   input d3, d2, d1, d0;
   output a, b, c, d, e, f, g;
   reg [3:0] inbit;
  always @(*) begin
  		inbit = {d3, d2, d1, d0};
  end
    assign a = (inbit == 4'b0000) ? 1'b1 :  
    				(inbit == 4'b0010) ? 1'b1 :  
    				(inbit == 4'b0011) ? 1'b1 :  
    				(inbit == 4'b0101) ? 1'b1 :  
    				(inbit == 4'b0110) ? 1'b1 :  
    				(inbit == 4'b0111) ? 1'b1 :  
    				(inbit == 4'b1000) ? 1'b1 :  
    				(inbit == 4'b1001) ? 1'b1 :  
    				(inbit == 4'b1010) ? 1'b1 :  
    				(inbit == 4'b1100) ? 1'b1 :  
    				(inbit == 4'b1110) ? 1'b1 :  
    				(inbit == 4'b1111) ? 1'b1 : 1'b0;   
    assign b = (inbit == 4'b0000) ? 1'b1 :  
    				(inbit == 4'b0001) ? 1'b1 :  
    				(inbit == 4'b0010) ? 1'b1 :  
    				(inbit == 4'b0011) ? 1'b1 :  
    				(inbit == 4'b0100) ? 1'b1 :  
    				(inbit == 4'b0111) ? 1'b1 :  
    				(inbit == 4'b1000) ? 1'b1 :  
    				(inbit == 4'b1001) ? 1'b1 :  
    				(inbit == 4'b1010) ? 1'b1 :  
    				(inbit == 4'b1101) ? 1'b1 : 1'b0;  
   	assign c = (inbit == 4'b0000) ? 1'b1 :  
   					(inbit == 4'b0001) ? 1'b1 :  
   					(inbit == 4'b0011) ? 1'b1 :  
   					(inbit == 4'b0100) ? 1'b1 :  
   					(inbit == 4'b0101) ? 1'b1 :  
   					(inbit == 4'b0110) ? 1'b1 :  
   					(inbit == 4'b0111) ? 1'b1 :  
   					(inbit == 4'b1000) ? 1'b1 :  
   					(inbit == 4'b1001) ? 1'b1 :  
   					(inbit == 4'b1010) ? 1'b1 :  
   					(inbit == 4'b1011) ? 1'b1 :  
   					(inbit == 4'b1101) ? 1'b1 : 1'b0;  
   	assign d = (inbit == 4'b0000) ? 1'b1 :  
   					(inbit == 4'b0010) ? 1'b1 :  
   					(inbit == 4'b0011) ? 1'b1 :  
   					(inbit == 4'b0101) ? 1'b1 :  
   					(inbit == 4'b0110) ? 1'b1 :  
   					(inbit == 4'b1000) ? 1'b1 :  
   					(inbit == 4'b1001) ? 1'b1 :  
   					(inbit == 4'b1011) ? 1'b1 :  
   					(inbit == 4'b1100) ? 1'b1 :  
   					(inbit == 4'b1101) ? 1'b1 :  
   					(inbit == 4'b1110) ? 1'b1 : 1'b0;  
   	assign e = (inbit == 4'b0000) ? 1'b1 :  
   					(inbit == 4'b0010) ? 1'b1 :  
   					(inbit == 4'b0110) ? 1'b1 :  
   					(inbit == 4'b1000) ? 1'b1 :  
   					(inbit == 4'b1010) ? 1'b1 :  
   					(inbit == 4'b1011) ? 1'b1 :  
   					(inbit == 4'b1100) ? 1'b1 :  
   					(inbit == 4'b1101) ? 1'b1 :  
   					(inbit == 4'b1110) ? 1'b1 :  
   					(inbit == 4'b1111) ? 1'b1 : 1'b0;  
   	assign f = (inbit == 4'b0000) ? 1'b1 :  
   					(inbit == 4'b0100) ? 1'b1 :  
   					(inbit == 4'b0101) ? 1'b1 :  
   					(inbit == 4'b0110) ? 1'b1 :  
   					(inbit == 4'b1000) ? 1'b1 :  
   					(inbit == 4'b1001) ? 1'b1 :  
   					(inbit == 4'b1010) ? 1'b1 :  
   					(inbit == 4'b1011) ? 1'b1 :  
   					(inbit == 4'b1100) ? 1'b1 :  
   					(inbit == 4'b1110) ? 1'b1 :  
   					(inbit == 4'b1111) ? 1'b1 : 1'b0;  
   	assign g = (inbit == 4'b0010) ? 1'b1 :  
   					(inbit == 4'b0011) ? 1'b1 :  
   					(inbit == 4'b0100) ? 1'b1 :  
   					(inbit == 4'b0101) ? 1'b1 :  
   					(inbit == 4'b0110) ? 1'b1 :  
   					(inbit == 4'b1000) ? 1'b1 :  
   					(inbit == 4'b1001) ? 1'b1 :  
   					(inbit == 4'b1010) ? 1'b1 :  
   					(inbit == 4'b1011) ? 1'b1 :  
   					(inbit == 4'b1101) ? 1'b1 :  
   					(inbit == 4'b1110) ? 1'b1 :  
   					(inbit == 4'b1111) ? 1'b1 : 1'b0;  
endmodule
```

## design/flow/config.mk

```make
export PLATFORM = sky130hd
export DESIGN_NAME = sevensegdecoder
export DESIGN_NICKNAME = sevensegdecoder
export VERILOG_FILES = /design/flow/design.v
export SDC_FILE = /design/flow/constraint.sdc
export NUM_CORES = 4
export LEC_CHECK = 1
export CORE_AREA = 10 10 70 70
export DIE_AREA = 0 0 80 80
```

==> ci_impl_report.md <==
### Yosys + OpenROAD results

| Metric | Value |
|---|---|
| Worst vdd ir | `roughly 0.075 mV` |
| Met3 WL | `49 um` |
| DRT iter0 DRCs | `7` |
| Met2 routed wirelength | `240 um` |
| GPL Wtd Cong | `between 0.7 and 0.8` |
| GR Overflow Total | `0` |
| Run status | `finished, final reports clean` |
| Minimum clock period | `about 2100 ps` |
| Slew Viols, Final | `0` |
| # hold bufs at CTS | `0` |
| Ports | `11` |
| IO Port Bufs | `11` |
| Tot Pwr | `approximately 0.073 mW` |
| Worst EP arrival | `1650 ps` |
| Max-area cell share | `~15%` |
| Seq cells | `0` |
| Hold slack | `1560 ps` |
| Fmax | `between 0.4 and 0.5 GHz` |
| Synthesis area per yosys | `233 um^2` |
| Final tally of setup violations | `0` |
| Slowest CP cell | `or4b_1` |
| WL/cell | `roughly 9 um` |
| Leading area contributor after synthesis | `buf_6` |
| Pwr dens | `about 180 mW/mm^2` |
| Tool Warnings | `32` |
| Antenna violations before repair | `0` |
| ANT nets after route | `0` |
| Largest net degree at the start of global routing | `9` |
| Crit. End Element | `primary output` |
| Worst-Margin Slew | `262 ps` |
| Sequential area share after synthesis | `0%` |
| Static Leakage | `0.150 nW` |
| Yosys stat cell total | `31` |
| Vias in the first global route | `~260` |
| Critical path's largest stage delay | `between 500 and 600 ps` |
| Synth cell types | `22` |
| Share of cells above drive strength 1 | `34.1%` |
| Clock buf count | `0` |
| Top area cell types | `buf_6 (15%), a21oi_1 (11%), nor3_2 (8.6%)` |
| Netlist Area Pre-Place | `between 200 and 250 um^2` |
| Die ar. | `about 0.0064 mm^2` |
| Worst path bufs/invs | `2` |
| Cell Rows | `21` |
| Cycle use final | `a little over nine tenths` |
| Area Growth Syn to Fin | `74.2%` |
| Top Layer Used | `met3` |
| Yosys warns | `1` |
| Most common cell type on the critical path | `dlygate4sd2_1` |
| Fp_density | `under 10%` |
| Core Area | `approximately 0.0034 mm^2` |
| Commonest non-fill, non-tap cells in the layout | `a21oi_1 (5), clkdlybuf4s50_1 (5), buf_2 (3), dlygate4sd2_1 (3), buf_4 (3)` |
| Antenna Cells | `0` |
| Post-synthesis instance total | `31` |
| Fin. Hold Viols | `0` |
| CP Class | `primary input to primary output` |
| Hpwl dp | `between 600 and 700 um` |
| Vias per inst | `3.23` |
| Drt pass-1 iters | `3` |
| Crit path launch type | `primary input` |
| Avg Inst Size Synth | `roughly 7.5 um^2` |
| Final routed DRC violation total | `0` |
| CP top delay family | `buffers and inverters` |
| RSZ-0062 raised after global routing | `false` |
| Detailed Route WL | `roughly 830 um` |
| Die Width | `about 80 um` |
| CP max FO | `3` |
| Relative slew slack | `82.4%` |
| Max Cap Viol | `0` |
| Die Ht | `80 um` |
| Reg area | `0 um^2` |
| First-pass GRT wire length | `approximately 1.4 mm` |
| Routed via count | `a little under 300` |
| Cells along the critical path | `dlygate4sd2_1 > or4b_1 > o21ai_1 > a31oi_1 > dlygate4sd2_1` |
| CP required | `between 1500 and 2000 ps` |
| Total GRT Usage | `under 10%` |
| HP Class | `primary input to primary output` |
| WL met1 | `around 540 um` |
[Yosys cell counts, types with 2 or more instances]
| master | instances |
|---|---|
| nor3_2 | 2 |
| o21ai_0 | 2 |
| buf_6 | 3 |
| a21oi_1 | 5 |
| nand2b_1 | 2 |
[per-layer routing]
| metal | vias up | global-route usage (%) |
|---|---|---|
| li1 | 143 | - |
| met4 | 0 | 0 |
| met1 | 137 | 4.82 |
| met3 | 0 | 0.455 |
| met2 | 11 | 2.73 |
| met5 | - | 0 |
[cell families after synthesis]
family / after synthesis / synth area share, %
compound gates: 12 / 30.1
simple gates: 12 / 41.9
buf+inv: 5 / 17.7
xor+xnor: 1 / 3.76
mux: 1 / 6.45
[power breakdown]
part / switching [mW] / internal [mW] / total (mW)
Clock: 0 / 0 / 0
Sequential: 0 / 0 / 0
Combinational: 0.0319 / 0.0415 / 0.0734
Total: 0.0319 / 0.0415 / 0.0734
[layout make-up]
cell class | instances | area [um^2]
Tap cell | 46 | 57.6
Multi-Input combinational cell | 26 | 203
Fill cell | 409 | 3010
Inverter | 1 | 3.75
Timing Repair Buffer | 17 | 141
[through the flow]
stage	instance area [um^2]	util, %	setup TNS (ps)	cells	setup WS, ps
2_1_floorplan	233	-	0	31	710
3_3_place_gp	400	11.7	-1700	89	-314
3_5_place_dp	400	11.7	-2050	89	-374
4_1_cts	423	12.4	0	90	14.4
5_1_grt	405	11.9	0	90	50.8
6_report	405	11.9	0	90	110
[worst paths after layout]
kind	start	end	slack, ps	cells after the start
max	d0	a	110	5
min	d3	a	1560	4
[repair_timing]
item / in CTS / in global routing
endpoints found under the hold margin: 0 / 0
endpoints found under the setup margin: 7 / 3
setup buffers: 0 / 0
resized: 15 / 5
cloned: 1 / 0
pin swaps: 0 / 1
Power figures rest on the tool's default switching activity, not on a simulated workload.
